## /design/flow/run.sh

```bash
#!/bin/bash
# OpenROAD 26Q1-2900-gdf79404cd8, Yosys 0.63+post, stock flow scripts
make -C /OpenROAD-flow-scripts/flow DESIGN_CONFIG=/design/flow/config.mk WORK_HOME=/design/flow/orfs finish
```

## /design/flow/config.mk

```make
export PLATFORM = sky130hd
export DESIGN_NAME = ACC
export DESIGN_NICKNAME = ACC
export VERILOG_FILES = /design/flow/design.v
export SDC_FILE = /design/flow/constraint.sdc
export NUM_CORES = 4
export LEC_CHECK = 1
export CORE_AREA = 10 10 79 79
export DIE_AREA = 0 0 89 89
```

## /design/flow/constraint.sdc

```tcl
current_design ACC

set clk_period 5.8
set clk_io_pct 0.2

create_clock -name clk0 -period $clk_period [get_ports {clk}]

set non_clock_inputs [all_inputs -no_clocks]
set_input_delay [expr $clk_period * $clk_io_pct] -clock clk0 $non_clock_inputs
set_output_delay [expr $clk_period * $clk_io_pct] -clock clk0 [all_outputs]
```

## /design/flow/design.v

```verilog
module Template(cout,sum,a,b,cin);
output[7:0] sum;
output cout;
input [7:0] a,b;
input cin;
assign {cout,sum} = a+b+cin;
endmodule
module Reg8(qout,in,clk,clear);
output[7:0] qout;
input[7:0] in;
input clk,clear;
reg[7:0] qout;
always @(posedge clk or posedge clear)
begin
if(clear) qout<=0;
else  qout<=in;
end
endmodule
module ACC(accout,cout,accin,cin,clk,clear);
output[7:0] accout;
output cout;
input[7:0] accin;
input cin,clk,clear;
wire[7:0] sum;
Template accadd8(cout,sum,accout,accin,cin);
Reg8 accreg8(accout,sum,clk,clear);
endmodule
```

==> run notes <==
The full implementation flow was run.

The via count of the first global-routing pass came to 482. The post-route netlist has under 10% of its cells at a drive strength greater than 1. For reference, the clock transition at the flip-flops on the worst setup and hold paths is roughly 0.04 ns. CTS added clock buffers totalling 3. The first TritonRoute pass finished after 4 iterations. The root buffer cell chosen for the clock tree is sky130_fd_sc_hd__clkbuf_8. The total count of hold-check failures in the final report stands at 0.

The floorplan has 25 rows. The number of standard cells after synthesis stands at 51. The timing report shows that the slowest cell on the worst path is sky130_fd_sc_hd__fa_1.

The headroom to the max-slew limit stands at about 77%. TritonCTS built the clock tree. The number of instances resized during post-cts repair stands at 0. The leakage power in the latest report is 0.000350 uW.

The detailed router reported a total wirelength of 1.40 mm. The shortest period the worst path allows stands at around 4.6 ns. The first global-routing pass estimated between 2 and 2.5 mm of wire. The I/O pin count stands at 20.

The clock power share stands at 15.5%. The total number of yosys warnings stands at 1. The power density over cell area stands at between 500 and 600 nW/um2. For this run, the share of the core covered by cells in the final layout is between 15 and 20%.

The share of power burned in registers stands at roughly a quarter. The run finished with clean final reports. The total routing usage reported by global routing stands at ~3.7%.

Per the gpl log, the routability congestion estimate is about 0.76. Sequential elements use about 37% of the synthesized area. The worst setup path is captured at a primary output.

sky130_fd_sc_hd__dfrtp_1 takes more of the synthesized area than any other cell. The HPWL after detailed placement is 1.22 mm. The first routing iteration left 15 violations. The longest clock path from root to sink contains 2 buffers. Per the post-route antenna check, the number of violating nets is 0.

Input and output buffers added on the ports amount to 19. The combinational share of power stands at just under 60%. The synthesized design devotes to its leading area cell type 37.4% of total area.

The fraction of power spent switching nets stands at around a third. The count of state elements after synthesis stands at 8. In this run the post-CTS setup repair buffer count came out at 0.

The final sum of negative setup slack stands at 0 ns. Logic depth along the worst register-to-register path is recorded as 6. Setup repair after global routing left no endpoint under its margin. Per the post-run analysis, buffers plus inverters along the critical path come to 2. Before placement the cells fill between 10% and 20% of the core. The worst endpoint required time stands at ~4.6 ns. The later pin in the worst-skew pair is clocked with a latency of ~0.22 ns.

Among cell families on the critical path, the largest total delay comes from adder cells. The run reported a max-capacitance violation count of 0. Summing over every cut layer, the via total after detailed routing is around 470. The arrival time of the worst setup path stands at between 3 and 4 ns. The hold-critical path depth stands at 1. The synthesis-to-layout area growth stands at 55.8%. The pin closest to its max-slew limit shows a slew of around 0.34 ns. The maximum level of the CTS H-tree stands at 1.

The final-report max-slew violation count stands at 0. The maximum number of pins on one net before global-route repair stands at 9. The flow reports an fmax of about 220 MHz. The final timing report lists clock skew as roughly 0.0013 ns. The register with the most flip-flops in the final layout is accreg8.qout. The y dimension of the die stands at 89 um. The final routed wire length divided by cell count stands at roughly 11 um. The average vias per placed instance stands at about 3.7. The setup path with the least slack is of type primary input to primary output. The TritonCTS sink count stands at 8. The register with the most flip-flops in the layout has 8 of them. The worst setup slack for register-to-register paths stands at a little under 4 ns.

The routed layout reports a DRC error count of 0. OpenROAD emitted warnings numbering 25. The chip area stands at slightly below 8000 um2.

The worst setup path is launched from a primary input. The internal portion of the total power is about 280 uW. The distinct cell type count after synthesis stands at 21. After detailed placement, the design holds a cell count of approximately 120. The width of the die stands at roughly 89 um. The count of instantiated cells in the yosys netlist stands at 51.

The largest registers in the layout are accreg8.qout: 8 flops. The critical path crosses 8 cells after its start point. Sorting the synthesized cells by area gives the leading types as sky130_fd_sc_hd__dfrtp_1 37%, sky130_fd_sc_hd__ha_1 16%, sky130_fd_sc_hd__fa_1 7.5%, sky130_fd_sc_hd__a21oi_1 4.7%, sky130_fd_sc_hd__a311o_1 3.7%. The post-synthesis average cell area stands at ~11 um2. In this design, the stage delay of the slowest critical-path cell is roughly 0.46 ns. In this run the worst hold path is classified as flip-flop to flip-flop. The maximum fanout along the worst path stands at 2. The core region is roughly 4700 um2.

The number of antenna violations at the first check in global routing is 0. The netlist area before placement stands at ~540 um2. The filler-free cell count of the finished design stands at about 130. After clock tree synthesis, the flow added hold-fix buffers numbering 0. The synthesized netlist has a Yosys-reported chip area of about 540 um2. Per STA, the worst path is made up of clkdlybuf4s50_1 > fa_1 > fa_1 > a21oi_1 > nor2_1 > nor2_1 > o21ai_0 > clkdlybuf4s50_1. OpenROAD reports that the post-layout worst path occupies between 80% and 90% of the period. For this run the aggregate overflow at the end of global routing stands at 0. In this run the VDD rail shows a maximum IR drop of 0.000127 V. The script extracted a net switching power of 150 uW. Setup violations remaining at the end of the flow were counted as 0.

The number of diodes stands at 0.
[worst register-to-register path, stage by stage, from the launching register on]
cell and delay [ns]:
sky130_fd_sc_hd__dfrtp_1 0.39, sky130_fd_sc_hd__fa_1 0.43, sky130_fd_sc_hd__fa_1 0.41, sky130_fd_sc_hd__a21oi_1 0.22, sky130_fd_sc_hd__nor2_1 0.06, sky130_fd_sc_hd__nor2_1 0.17, sky130_fd_sc_hd__xnor2_1 0.14
[area by class of cell]
type	instances	area, um2
Fill cell	499	3830
Multi-Input combinational cell	39	320
Sequential cell	8	200
Timing Repair Buffer	19	190
Tap cell	54	67.6
Clock buffer	3	41.3
Inverter	4	15.0
[metrics by stage]
stage	cell area, um2	hold slack (ns)	total power, uW	setup WS [ns]
after floorplan	536	0.512	254	2.21
after global placement	793	0.566	360	1.19
after detailed placement	793	0.564	365	1.14
after CTS	835	0.573	435	1.13
after global routing	835	0.603	473	1.02
final	835	0.558	427	1.16
[kinds of logic after synthesis]
| kind of cell | share of synthesized area (%) |
|---|---|
| xor gates and xnor gates | 6.54 |
| adders and majority gates | 23.8 |
| and+or+nand+nor | 10.7 |
| AOI/OAI and AO/OA | 16.8 |
| buffers and inverters | 2.80 |
| DFF | 37.4 |
| muxes | 1.87 |
[layer usage]
metal  vias up  part of all wire, %  GRT usage, %
met5         -                    0             0
met4         0                    0         0.578
met3         0                  8.6          1.74
met2        11                   50          6.45
met1       230                   41          4.02
li1        232                    -             -
[synthesized netlist by cell type]
cell type	count
sky130_fd_sc_hd__nor2b_1	2
sky130_fd_sc_hd__inv_1	3
sky130_fd_sc_hd__a21o_1	2
sky130_fd_sc_hd__dfrtp_1	8
sky130_fd_sc_hd__nor2_1	2
sky130_fd_sc_hd__inv_2	1
sky130_fd_sc_hd__nor4_1	1
sky130_fd_sc_hd__o21bai_1	1
sky130_fd_sc_hd__fa_1	2
sky130_fd_sc_hd__a221oi_1	1
sky130_fd_sc_hd__a21oi_1	5
sky130_fd_sc_hd__o21ai_0	1
sky130_fd_sc_hd__a311o_1	2
sky130_fd_sc_hd__mux2i_1	1
sky130_fd_sc_hd__xnor2_1	2
sky130_fd_sc_hd__ha_1	7
sky130_fd_sc_hd__nor3_1	2
sky130_fd_sc_hd__nand3_1	2
sky130_fd_sc_hd__xor2_1	2
sky130_fd_sc_hd__a2111oi_0	1
sky130_fd_sc_hd__nand2_1	3
[worst paths after layout]
check	from	end
worst max-delay path	cin	cout
worst min-delay path	accreg8.qout[0]	accreg8.qout[0]
worst max register to register	accreg8.qout[0]	accreg8.qout[6]
worst min register to register	accreg8.qout[0]	accreg8.qout[0]
max in group asynchronous	clear	accreg8.qout[3]
min in group asynchronous	clear	accreg8.qout[7]
[layout by cell type, fill, tap and decap left out, types with 2 or more instances in the layout]
cell type	count
sky130_fd_sc_hd__nand2_1	3
sky130_fd_sc_hd__nor3_1	2
sky130_fd_sc_hd__nand3_1	2
sky130_fd_sc_hd__xor2_1	2
sky130_fd_sc_hd__dfrtp_1	8
sky130_fd_sc_hd__xnor2_1	2
sky130_fd_sc_hd__inv_1	3
sky130_fd_sc_hd__a311o_1	2
sky130_fd_sc_hd__nor2_1	2
sky130_fd_sc_hd__clkbuf_8	3
sky130_fd_sc_hd__a21o_1	2
sky130_fd_sc_hd__a21oi_1	5
sky130_fd_sc_hd__fa_1	2
sky130_fd_sc_hd__clkdlybuf4s50_1	19
sky130_fd_sc_hd__nor2b_1	2
sky130_fd_sc_hd__ha_1	7
[power by group through the flow]
stage,Sequential (uW),Clock [uW],Combinational [uW]
5_1_grt,116,71.8,285
6_report,108,66.0,253
4_1_cts,110,68.7,257
No activity file was given, so power comes from the tool's default toggle rates.
