<file path="flow/design.v">
module  updown_count(d, clk, clear, load, up_down, qd);
input[7:0]  d;
input  clk,clear,load,up_down;
output[7:0]  qd;
reg[7:0] cnt;
assign   qd=cnt;
always @ (posedge clk)
begin
if(!clear)  	cnt=8'h00;
else  if(load)  	cnt=d;
else  if(up_down) cnt=cnt+1;
else  		cnt=cnt-1;
end
endmodule
</file>
<file path="flow/run.sh">
#!/bin/bash
# OpenROAD 26Q1-2900-gdf79404cd8, Yosys 0.63+post, stock flow scripts
make -C /OpenROAD-flow-scripts/flow DESIGN_CONFIG=/design/flow/config.mk WORK_HOME=/design/flow/orfs finish
</file>
<file path="flow/constraint.sdc">
current_design updown_count

set clk_period 2.5
set clk_io_pct 0.2

create_clock -name clk0 -period $clk_period [get_ports {clk}]

set non_clock_inputs [all_inputs -no_clocks]
set_input_delay [expr $clk_period * $clk_io_pct] -clock clk0 $non_clock_inputs
set_output_delay [expr $clk_period * $clk_io_pct] -clock clk0 [all_outputs]
</file>
<file path="flow/config.mk">
export PLATFORM = sky130hd
export DESIGN_NAME = updown_count
export DESIGN_NICKNAME = updown_count
export VERILOG_FILES = /design/flow/design.v
export SDC_FILE = /design/flow/constraint.sdc
export NUM_CORES = 4
export LEC_CHECK = 1
export CORE_AREA = 10 10 76 76
export DIE_AREA = 0 0 86 86
</file>
==> impl_metrics.tcl <==
# collected from the flow reports
set metrics [dict create \
    ff_type "dfxtp_1" \
    grt_pass1_vias 637 \
    status "finished clean" \
    die_width_um 86 \
    max-cap-violations 0 \
    pre_cts_ws_ps -182.4 \
    insertion_delay_ps 230 \
    ys_ff 8 \
    drtAntennaViolNets 0 \
    vdd_ir_drop_max_mv 0.2179 \
    edf_count 0 \
    tightest_slew_ps 428.1 \
    gp_routability_congestion 0.8149 \
    synth-cells-yosys 72 \
    required_ps 2600 \
    maxSlewHeadroom_pct 71.37 \
    synthSimpleGateAreaFrac_pct 26.99 \
    ys_sh_aoi_pct 22.90 \
    syn_area_per_cell_um2 8.498 \
    syn-instance-count 72 \
    hold_slack_ps 614.1 \
    vias 641 \
    route.detailed.drc 0 \
    totalWireLength_mm 1.768 \
    grt_usage_pct 4.849 \
    clockBufferDepth 2 \
    startpoint_type "input port" \
    final_area_um2 973.4 \
    netlist_logic_family_top "simple AND/OR/NAND/NOR gates" \
    yosys_warnings 1 \
    critical_path_class "input port to register" \
    port_buffers 19 \
    path_max_fanout 4 \
    arrival_ps 2510 \
    cts_tree "yes" \
    warning_count 25 \
    setup_violations 0 \
    cts_root_buffer "clkbuf_8" \
    ys_types 33 \
    area_delta_synth_final_pct 59.10 \
    antenna_found_initial 0 \
    whs_path_depth 3 \
    whs_endpoint "cnt[7]" \
    core_area_um2 4115 \
    async_reset_ff_share_pct 0 \
    xor_share_pct 4.294 \
    viasPerCell 4.217 \
    place_hpwl_mm 1.446 \
    fp_util_pct 14.87 \
    cts.clk_slew.worst_paths_ps 40 \
    drtIter0Drc 40 \
    min_from "cnt[7]" \
    place_area_um2 924.6 \
    die_h_um 86 \
    io_pins 20 \
    rr_startpoint "cnt[0]" \
    reg2reg_slack_ps 630 \
    layout-drive-gt1-share_pct 14.71 \
    total_power_mw 0.5045 \
    period_used_pct 96.22 \
    drv_slew 0 \
    num_rows 23 \
    synth.top_cell.area_share_pct 26.18 \
    synth_area_um2 611.8 \
    ys_sh_adder_pct 15.54 \
    cts_buffers 3 \
    hold_buffers 0 \
    post-route-min-period_ps 2405 \
    worstHoldPathType "register to register" \
    largest_register_ffs 8 \
    wl_per_cell_um 11.63 \
    clock_sinks 8 \
    area_leaders "dfxtp_1 (26%), ha_1 (12%), o21ai_0 (4.1%), nand2_1 (3.7%), fa_1 (3.3%)" \
    ys_seq_share_pct 26.18 \
    final_hold_viol_count 0 \
    grt_start_max_net_pins 14 \
    worstSetupEndpointType "register" \
    ys_chip_area_um2 611.8 \
    maxClockFrequency_ghz 0.4157 \
    drt_pass1_iterations 4 \
    finalSetupTns_ps 0 \
    htreeDepth 1 \
    fin_ws_ps 94.50 \
    clock_skew_ps 1.586 \
    mux_share_pct 1.636 \
    grt-ovfl-total 0 \
    dieArea_um2 7396 \
    grt_pass1_wl_mm 3.008 \
    powerDensity_nw_per_um2 518.2 \
    r2r-end "cnt[6]" \
    r2r_cells 5 \
    power_leakage_nw 0.4127 \
    diodes 0 \
    synth_top_cell_by_area "dfxtp_1" \
]
## cell usage in the layout, fill, tap and decap left out, types with 3 or more instances in the layout
| cell type | count |
|---|---|
| o21ai_0 | 5 |
| buf_4 | 10 |
| a21oi_1 | 3 |
| ha_1 | 6 |
| dfxtp_1 | 8 |
| nand3_1 | 4 |
| clkbuf_8 | 3 |
| nand2_1 | 6 |
| nor2_1 | 4 |
| clkdlybuf4s50_1 | 19 |
## cell usage after synthesis, types with 3 or more instances
| master | count |
|---|---|
| o21ai_0 | 5 |
| a21oi_1 | 3 |
| nand3_1 | 4 |
| nor2_1 | 4 |
| nand2_1 | 6 |
| ha_1 | 6 |
| dfxtp_1 | 8 |
## worst max-delay path by stage
| stage | startpoint | to | slack [ps] |
|---|---|---|---|
| 4_1_cts | up_down | cnt[6] | 50 |
| 5_1_grt | up_down | cnt[6] | -20 |
| 6_report | up_down | cnt[6] | 90 |
## through the flow
stage,instances,utilization (%)
finish,152,23.65
global route,152,23.65
CTS,151,23.47
detailed placement,148,22.47
global placement,148,22.47
floorplan,72,-
## critical path: stages
cell and delay, ps:
clkdlybuf4s50_1 510, inv_2 80, buf_4 150, ha_1 310
a211oi_2 80, buf_4 130, o2111a_1 230, or4_1 500
## repair_timing
action,CTS,global route
endpoints found under the setup margin,0,1
resized,0,1
setup buffers,0,1
## routing by layer
metal / wire [um] / up-vias / track usage, %
li1: - / 330 / -
met1: 801 / 287 / 6.667
met2: 765 / 22 / 7.032
met3: 164 / 2 / 2.002
met4: 37 / 0 / 0.7485
met5: 0 / - / 0
## cell type report
class                      count  area [um2]
timing repair buffer          29       265.3
clock buffer                   3       41.29
inverter                       2       7.507
multi-input combinational     60       436.7
fill                         447        3142
tap                           50       62.56
sequential                     8       160.2
## power by group
part	internal [mW]	total, mW	switching (mW)
Combinational	0.115	0.193	0.0781
Sequential	0.143	0.154	0.0104
Clock	0.105	0.158	0.0536
## cells by family after synthesis
kind of cell / after synthesis
AOI/OAI and AO/OA: 20
xor gates and xnor gates: 3
adders and majority gates: 7
buffers and inverters: 4
DFF: 8
muxes: 1
and+or+nand+nor: 29
Power and IR drop assume default switching activity.
