`design/flow/config.mk`:
```
export PLATFORM = sky130hd
export DESIGN_NAME = adder
export DESIGN_NICKNAME = adder
export VERILOG_FILES = /design/flow/design.v
export SDC_FILE = /design/flow/constraint.sdc
export NUM_CORES = 4
export LEC_CHECK = 1
export CORE_AREA = 10 10 95 95
export DIE_AREA = 0 0 105 105
```
`design/flow/constraint.sdc`:
```
current_design adder

set clk_period 12.5
set clk_io_pct 0.2

create_clock -name clk0 -period $clk_period

set non_clock_inputs [all_inputs -no_clocks]
set_input_delay [expr $clk_period * $clk_io_pct] -clock clk0 $non_clock_inputs
set_output_delay [expr $clk_period * $clk_io_pct] -clock clk0 [all_outputs]
```
`design/flow/design.v`:
```
module adder(a0,a1,a2,a3,cout,sum);
input[7:0] a0,a1,a2,a3;
output[1:0] cout;
output[7:0] sum;
reg[7:0] sum;
reg c0,c1,c2;
reg[1:0] cout;
reg[7:0] tmp0,tmp1;
always@(a0 or a1 or a2 or a3)
begin
	{c0,tmp0} = a0+a1;
	{c1,tmp1} = a2+tmp0;
	{c2,sum} = tmp1+a3;
	cout = c2+c0+c1;
end
endmodule
```
`design/flow/run.sh`:
```
#!/bin/bash
# OpenROAD 26Q1-2900-gdf79404cd8, Yosys 0.63+post, stock flow scripts
make -C /OpenROAD-flow-scripts/flow DESIGN_CONFIG=/design/flow/config.mk WORK_HOME=/design/flow/orfs finish
```
==> results.json <==
{
  "status": "finished, final reports clean",
  "warnings": 33,
  "internal_power_uw": 109,
  "fin_crit_sh": 0.730,
  "power.share.switching": 0.393,
  "cp-start-kind": "input pin",
  "yosysCellCount": 113,
  "seqCellArea_um2": 0,
  "max_stage_delay_ns": 0.50,
  "syn_area_per_cell_um2": 8.12,
  "hold_path_class": "input pin to output pin",
  "yosys_area_um2": 917,
  "path_buffers": 3,
  "switchingPower_uw": 70.6,
  "fin_worst_hold_slack_ns": 6.05,
  "drt_iter0_markers": 27,
  "antenna_found_initial": 0,
  "cts_hold_buf": 0,
  "xor_area_frac": 0.153,
  "path_common_cell": "ha_1",
  "n_fill_cell": 792,
  "core-area_um2": 6910,
  "critPathTopFamily": "adder cells",
  "antennaDiodeCount": 0,
  "worst_ep_required_time_ns": 10.00,
  "num_vias": 869,
  "wire_per_inst_um": 10.2,
  "syn_inst": 113,
  "powerDensity_nw_per_um2": 123,
  "fp_util": 0.133,
  "p_leak_uw": 0.000603,
  "grt_pass1_vias": 882,
  "mux_share": 0,
  "yosysWarningCount": 1,
  "fin_ws_ns": 3.38,
  "clock.fmax_mhz": 110,
  "syn_area_um2": 917,
  "grt_overflow": 0,
  "nClkBuffers": 0,
  "die_x_um": 105,
  "vias_per_cell": 3.46,
  "fin_setup_tns_ns": 0,
  "hold_depth": 3,
  "rows": 30,
  "track_usage": 0.0454,
  "cp_cell_sequence": "clkdlybuf4s50_1 -> ha_1 -> fa_1 -> a21o_1 -> a21oi_2 -> xnor2_1 -> ha_1 -> inv_1 -> nor2_1 -> a311oi_2 -> xnor2_1 -> ha_1 -> a21oi_1 -> o21ai_1 -> nand3_1 -> nand2_1 -> fa_1 -> clkdlybuf4s50_1",
  "synth_seq_share": 0,
  "endpoint_kind": "output pin",
  "grt_pass1_wl_um": 4200,
  "post_cts_buffers": 0,
  "hold_violations": 0,
  "first_pass_iters": 4,
  "num_io_pins": 42,
  "port_buffers": 42,
  "crit_fanout": 3,
  "setup_viol": 0,
  "layout_min_cycle_time_ns": 9.12,
  "cp.depth": 18,
  "chipArea_um2": 11000,
  "slew_headroom": 0.776,
  "ir_drop_v": 0.0000541,
  "cts.repair.resized": 0,
  "grt_max_degree": 6,
  "lay_top_count": "clkdlybuf4s50_1",
  "combPwrFrac": 1.000,
  "compound_area_frac": 0.236,
  "antenna_left": 0,
  "hpwl_um": 2440,
  "die_y_um": 105,
  "drive_above_1_share": 0.0452,
  "flops": 0,
  "drv_slew": 0,
  "post-place-ws_ns": 3.37,
  "worstPathArrival_ns": 6.62,
  "drv_cap": 0,
  "synthAdderAreaFrac": 0.428,
  "synth_cell_type_count": 23,
  "final_cell_mix": "clkdlybuf4s50_1 (42), ha_1 (25), nor2_1 (13)",
  "slowest_stage": "fa_1",
  "area_delta_synth_final_pct": 58.9,
  "rsz0062_at_grt": "no",
  "ys_sh_simple": 0.154,
  "drc_errors": 0,
  "topCombFamilyByArea": "adder cells",
  "place.gp.congestion": 0.785,
  "p_seq_frac": 0,
  "routed_wl_um": 2570,
  "worstMarginPinSlew_ns": 0.336,
  "path_class": "input pin to output pin",
  "power.share.clock": 0
}
==> per-layer routing <==
layer / vias to the layer above / global-route usage / share of wire
met5: - / 0 / 0
met4: 0 / 0 / 0
met3: 0 / 0.0118 / 0.062
met2: 29 / 0.0658 / 0.37
met1: 352 / 0.0691 / 0.56
li1: 488 / - / -
==> cell type report <==
class | count | area (µm²) | share of cell area
repair buffers | 42 | 420 | 0.288
well taps | 96 | 120 | 0.0824
inverters | 7 | 26.3 | 0.0180
multi-input cells | 106 | 891 | 0.611
==> power groups by stage <==
stage | sequential, µW | combinational (µW) | clock, µW
4_1_cts | 0 | 184 | 0
5_1_grt | 0 | 204 | 0
6_report | 0 | 179 | 0
==> metrics by stage <==
| step | power, µW | std cells | cell area [µm²] | utilization |
|---|---|---|---|---|
| 3_5_place_dp | 183 | 251 | 1460 | 0.211 |
| 4_1_cts | 184 | 251 | 1460 | 0.211 |
| 3_3_place_gp | 181 | 251 | 1460 | 0.211 |
| 2_1_floorplan | 93.9 | 113 | 917 | - |
| 6_report | 179 | 251 | 1460 | 0.211 |
| 5_1_grt | 204 | 251 | 1460 | 0.211 |
==> path summary, 6_finish.rpt <==
check	slack, ns	start	to
worst max-delay path	3.38	a0[0]	cout[0]
worst min-delay path	6.05	a3[0]	sum[0]
==> cell usage after synthesis <==
| cell type | instances | share of area |
|---|---|---|
| ha_1 | 25 | 0.34 |
| nor2_1 | 13 | 0.053 |
| a21oi_1 | 12 | 0.065 |
| xnor2_1 | 10 | 0.095 |
| inv_1 | 7 | 0.029 |
| xor2_1 | 6 | 0.057 |
| o21ai_1 | 5 | 0.027 |
| a21oi_2 | 4 | 0.038 |
| fa_1 | 4 | 0.087 |
| nand2_1 | 4 | 0.016 |
| nor2b_1 | 4 | 0.027 |
| o21a_1 | 4 | 0.033 |
| a21o_1 | 3 | 0.025 |
| a311oi_2 | 2 | 0.033 |
| nor3_1 | 2 | 0.011 |
| and2b_1 | 1 | 0.0082 |
| and3_1 | 1 | 0.0068 |
| and3b_1 | 1 | 0.0096 |
| nand3_1 | 1 | 0.0055 |
| nor2b_2 | 1 | 0.0096 |
| nor4_1 | 1 | 0.0068 |
| o21ai_0 | 1 | 0.0055 |
| o31a_1 | 1 | 0.0096 |
==> cell families after synthesis <==
group	after synthesis
AOI/OAI and AO/OA	32
adders and majority gates	29
and+or+nand+nor	29
xor gates and xnor gates	16
buffers and inverters	7
Power figures rest on the tool's default switching activity, not on a simulated workload.
